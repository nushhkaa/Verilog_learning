==> ./design.v <==
module simple_counter (clk, rst, count);
input clk, rst;
output [31:0]count;
reg [31:0]count; 
always @(posedge clk or posedge rst) 
begin
    if (rst)
    count = 32'b0;
    else
    count = count+1;
end
endmodule
==> ./run.sh <==
#!/bin/bash
# OpenROAD 26Q1-2900-gdf79404cd8, Yosys 0.63+post, stock flow scripts
make -C /OpenROAD-flow-scripts/flow DESIGN_CONFIG=/design/flow/config.mk WORK_HOME=/design/flow/orfs finish
==> ./config.mk <==
export PLATFORM = sky130hd
export DESIGN_NAME = simple_counter
export DESIGN_NICKNAME = simple_counter
export VERILOG_FILES = /design/flow/design.v
export SDC_FILE = /design/flow/constraint.sdc
export NUM_CORES = 4
export LEC_CHECK = 1
export CORE_UTILIZATION = 30
==> ./constraint.sdc <==
current_design simple_counter

set clk_period 5.5
set clk_io_pct 0.2

create_clock -name clk0 -period $clk_period [get_ports {clk}]

set non_clock_inputs [all_inputs -no_clocks]
set_input_delay [expr $clk_period * $clk_io_pct] -clock clk0 $non_clock_inputs
set_output_delay [expr $clk_period * $clk_io_pct] -clock clk0 [all_outputs]
==> reports/README.md <==
| Item | Value |
| --- | --- |
| R2R Path Start | count[0] |
| Power per cell area | 213 mW/mm2 |
| Number of cell rows | 25 |
| Mux cell area share | 0% |
| Setup repair bufs after CTS | 0 |
| Comb area leader | simple AND/OR/NAND/NOR gates |
| Endpoint required time on the critical path | 4.40 ns |
| DIE WIDTH | 72.5 um |
| Synthesis Warnings | 1 |
| Placed Area | 0.00189 mm2 |
| CP Class | reg -> out |
| Maximum number of pins on one net before global-route repair | 33 |
| Path type of the worst min-delay path | reg -> reg |
| Most instantiated cells after synthesis | 32 x sky130_fd_sc_hd__dfrtp_1, 19 x sky130_fd_sc_hd__xor2_1, 11 x sky130_fd_sc_hd__xnor2_1 |
| Skew final | 0.00235 ns |
| Sequential cell area fraction in the yosys report | 53.8% |
| Portion of the clock cycle consumed by the worst path in the final layout | 42.9% |
| Yosys synthesis chip area | 0.00149 mm2 |
| Capturing instance or port of the critical path | count[21] |
| Initial antenna violation count | 0 |
| CTS HTree Levels | 2 |
| Synth async-reset ratio | 100% |
| Most area-hungry cell type in the Yosys netlist | sky130_fd_sc_hd__dfrtp_1 |
| Routability-driven placement congestion ratio | 0.773 |
| Max-slew violation count | 0 |
| Clock period minus final worst setup slack | 2.36 ns |
| Total DRC errors in the routed layout | 0 |
| Number of buffers created by CTS | 5 |
| Max FO, Critical Path | 5 |
| End-of-flow core utilization | 41.6% |
| Top cell type by instance count after synthesis | sky130_fd_sc_hd__dfrtp_1 |
| Root buf cell | sky130_fd_sc_hd__clkbuf_8 |
| Register bit count reported by yosys | 32 |
| Highest achievable clock rate | 0.424 GHz |
| Normalized max-slew margin | 65.2% |
| Routed vias | 1092 |
| Area growth from synthesis to layout | 32.9% |
| Max-capacitance violation count | 0 |
| Antenna-violating nets left | 0 |
| Number of antenna cells inserted | 0 |
| Capturing point of the worst reg2reg path | count[20] |
| Height of the die | 72.5 um |
| CP max stage cell | sky130_fd_sc_hd__clkdlybuf4s50_1 |
| Worst Path Arrival | 1.26 ns |
| Adder-cell area share of the yosys netlist | 0.840% |
| Top-area cell share | 53.8% |
| Iter 0 DRT Violations | 30 |
| Multi-input logic area | 647 um2 |
| Count of endpoints failing hold in the final timing report | 0 |
| Predominant post-synthesis flop cell | sky130_fd_sc_hd__dfrtp_1 |
| Worst r2r path cells | 5 |
| Count of cell instances traversed by the critical path | 1 |
| Final cell area excluding filler cells | 0.00198 mm2 |
| CTS resizes | 0 |
| Vias per cell | 4.67 |
| Sum of overflow across all layers after global routing | 0 |
| Mapped cell area | 0.00149 mm2 |
| Final tally of setup violations | 0 |
| Buffers & Inverters on Critical Path | 1 |
| Synth Instances | 129 |
| Crit. End Element | output port |
| Detailed-route wire length | 3010 um |
| Internal reg-to-reg setup slack | 3.72 ns |
| Leak | 0.881 nW |
| I/O Buffers | 33 |
| DR pass1 iterations | 4 |
| Unrepaired setup endpoints after global routing | false |
| Number of inserted filler cells in the final layout | 458 |
| First-pass GRT wire length | 5080 um |
| Cell total in the yosys stat output | 129 |
| Kind of start point of the critical path | flop |
| Stage delay of the slowest cell on the critical path | 0.51 ns |
| GRT Overall Usage | 12.7% |
| Family of cells with the greatest summed delay on the critical path | buffers and inverters |
| Core area | 0.00475 mm2 |
| Count of pins on the block boundary | 34 |
| Slew at the pin with the worst max-slew slack | 0.520 ns |
| TritonCTS clock tree | done |
| Bufs on Longest Clock Path | 2 |
| CTS Hold Bufs | 0 |
| Compound-gate portion of the synthesized area | 0% |
| Number of flip-flops under the largest register name | 32 |
| Floorplan core density | 31.3% |
| Simple-gate share of the synthesized area | 25.0% |
| Mean routed wirelength per cell | 12.9 um |
| Via count of the first global-routing pass | 1090 |
| Clock Sinks | 32 |
| OpenROAD warnings | 25 |
| Total half-perimeter wirelength after legalization and detailed placement | 2090 um |
| Sequential standard cell area | 801 um2 |
| Maximum ir drop on the vdd rail | 0.144 mV |
| XOR/XNOR Fraction of Synth Area | 17.6% |
| Layout cell share with drive strength beyond 1 | 8.98% |
| EDFF count, synth | 0 |
| Fin Setup TNS | 0 ns |
| Cell-by-cell listing of the critical path | clkdlybuf4s50_1 |
| Syn Area/Cell | 11.5 um2 |
| Clock Latency Late Sink | 0.28 ns |
| Launch point of the worst hold path | count[31] |
| First element of the critical path | count[21] |
| Cell Type Count | 21 |
| Outcome | finished clean |
| Top cells, area | sky130_fd_sc_hd__dfrtp_1 54%, sky130_fd_sc_hd__xor2_1 11%, sky130_fd_sc_hd__xnor2_1 6.5% |
| Register clock-pin slew on the reported worst setup and hold paths | 0.06 ns |
| Chip area | 0.00525 mm2 |
-- kinds of logic (layout without fill, tap and decap cells) --
family / after synthesis / count (layout)
and+or+nand+nor: 57 / 57
DFF: 32 / 32
buffers and inverters: 9 / 47
xor gates and xnor gates: 30 / 30
adders and majority gates: 1 / 1
-- layer usage --
metal	share of wire, %	routed length, um	vias up	global-route usage, %
li1	-	-	522	-
met1	47	1420	530	19.1
met2	45	1350	36	18.8
met3	7.0	211	4	4.51
met4	1.1	34	0	1.74
met5	0	0	-	0
-- metrics by stage --
stage	hold WS (ns)	instances	total power, mW	worst slack [ns]
6_report	0.481	234	0.422	3.14
5_1_grt	0.514	234	0.445	3.09
4_1_cts	0.487	234	0.426	3.13
3_5_place_dp	0.472	226	0.246	3.44
3_3_place_gp	0.466	226	0.246	3.45
2_1_floorplan	0.420	129	0.243	3.71
-- where the power goes --
| part | switching [mW] | total (mW) | internal [mW] |
|---|---|---|---|
| Combinational | 0.00448 | 0.00561 | 0.00114 |
| Clock | 0.0787 | 0.181 | 0.102 |
| Sequential | 0 | 0.235 | 0.235 |
| Total | 0.0831 | 0.422 | 0.338 |
-- placed cells by master, fill, tap and decap left out, drive strengths merged --
cell,Yosys,final
clkbuf,0,8
xor2,19,19
and4,5,5
dfrtp,32,32
and3,5,5
nor4,10,10
nor3b,1,1
ha,1,1
nand2,10,10
buf,4,1
xnor2,11,11
nor3,4,4
nor2,4,4
inv,5,5
nand4,4,4
nand3,13,13
clkdlybuf4s50,0,33
nor2b,1,1
-- final cells by class --
cell class	count	area share, %
flip-flops and latches	32	40.5
multi-input cells	88	32.7
repair buffers	34	17.1
clock buffers	8	4.55
well taps	67	4.24
inverters	5	0.949
-- worst min-delay path by stage --
| stage | endpoint | slack [ns] | cells past startpoint |
|---|---|---|---|
| final | count[31] | 0.48 | 1 |
| after global routing | count[31] | 0.51 | 1 |
| after CTS | count[31] | 0.49 | 1 |
No activity file was given, so power comes from the tool's default toggle rates.
