$ cat flow/run.sh
#!/bin/bash
# OpenROAD 26Q1-2900-gdf79404cd8, Yosys 0.63+post, stock flow scripts
make -C /OpenROAD-flow-scripts/flow DESIGN_CONFIG=/design/flow/config.mk WORK_HOME=/design/flow/orfs finish
$ cat flow/config.mk
export PLATFORM = sky130hd
export DESIGN_NAME = ALU
export DESIGN_NICKNAME = ALU
export VERILOG_FILES = /design/flow/design.v
export SDC_FILE = /design/flow/constraint.sdc
export NUM_CORES = 4
export LEC_CHECK = 1
export CORE_AREA = 10 10 82 82
export DIE_AREA = 0 0 92 92
$ cat flow/constraint.sdc
current_design ALU

set clk_period 14.2
set clk_io_pct 0.2

create_clock -name clk0 -period $clk_period

set non_clock_inputs [all_inputs -no_clocks]
set_input_delay [expr $clk_period * $clk_io_pct] -clock clk0 $non_clock_inputs
set_output_delay [expr $clk_period * $clk_io_pct] -clock clk0 [all_outputs]
$ cat flow/design.v
module ALU (
    X, Y, out, sign, carry, zero, parity, overflow);
    input [15:0] X,Y;
    output [15:0]out;
    output sign, carry, zero, parity, overflow;
    assign {carry,out} = X+Y;
    assign sign = out[15];
    assign zero = ~|out;
    assign parity = ~^out;
    assign overflow = (X[15] & Y[15] & ~out[15]) | (~X[15] & ~Y[15] & out[15]);
endmodule
==> run_results.csv <==
group,metric,value,unit
status,status,"finished, final reports clean",
power,p_per_area,73.4,nW/um^2
setup_path,crit_required,11.36,ns
global_routing,first_global_vias,1130,
setup_path,critPathSlowestCell,"clkdlybuf4s50_1",
timing,setup_violations,0,
clocking,postCtsSetupBuffers,0,
floorplanning,fp_util,21.8,%
drt,first_iter_violations,20,
synthesis,ys_chip_area,1110,um^2
setup_path,path_max_fanout,4,
drt,wl_met2,1370,um
floorplanning,core-area,5070,um^2
synthesis,postSynthSeqShare,0,%
synthesis,ys_cells,143,
job,maxCapViolCount,0,
timing,finalHoldViolations,0,
synthesis,synth_cells,143,
drt,wl_met1,1490,um
drt,maxUsedRoutingLayer,"met3",
setup_path,cp.arrival,6.36,ns
drt,vias_per_cell,4.13,
drt,first_pass_iters,3,
cells_and_area,layout_top_cell,"clkdlybuf4s50_1",
drt,wl_met3,174,um
global_routing,grt_usage,6.85,%
timing,fin_crit_sh,64.8,%
timing,hold_slack,6.74,ns
synthesis,top_area_share,28.2,%
global_routing,grt_max_degree,11,
setup_path,cp_cell_sequence,"clkdlybuf4s50_1 -> ha_1 -> inv_1 -> fa_1 -> nor2b_4 -> o31a_1 -> o31a_4 -> a31oi_4 -> mux2i_1 -> o2111a_1 -> ha_1 -> xnor2_1 -> xnor2_1 -> xnor2_1 -> clkdlybuf4s50_1",
synthesis,yosysWarnings,0,
job,tool_warnings,33,
power,ir_drop,0.0000584,V
timing,fmax,109,MHz
synthesis,area_leaders,"ha_1 (28%), xnor2_1 (10%), inv_1 (5.8%)",
setup_path,crit_path_start_kind,"input pin",
clocking,hold_buffers,0,
floorplanning,die_y,92,um
worst_hold_path,holdPathStages,3,
clocking,cts_resized,0,
cells_and_area,drive_above_1_share,6.81,%
placed_design,portBuffers,53,
synthesis,ys_types,41,
global_routing,grt_pass1_wl,5040,um
drt,drcViolationCount,0,
cells_and_area,syn_to_final_growth,53.3,%
setup_path,max_stage_delay,0.49,ns
timing,min_period,9.20,ns
floorplanning,ioPinCount,53,
floorplanning,die_width,92,um
setup_path,path_common_cell,"xnor2_1",
placed_design,gp_congestion,0.803,
drt,dr_total_vias,1078,
cells_and_area,lay_top_cells,"clkdlybuf4s50_1 (53), ha_1 (25), inv_1 (17)",
setup_path,crit_type,"in -> out",
worst_hold_path,hp-class,"in -> out",
drt,n_antenna_cell,0,
placed_design,dp_hpwl,2790,um
timing,finalMaxSlewViolations,0,
synthesis,avgSynthCellArea,7.75,um^2
timing,setup-tns-final,0,ns
cells_and_area,flop-count,0,
placed_design,placedInstanceArea,1700,um^2
setup_path,cp-end-kind,"primary output",
cells_and_area,nClkBuffers,0,
power,p_leak,0.000755,uW
timing,rsz0062_at_grt,"false",
cells_and_area,num-fill-cells,553,
timing,worst_pin_slew,0.368,ns
global_routing,antenna_found_initial,0,
synthesis,yosys.area.top_type,"ha_1",
drt,wire_per_inst,11.6,um
timing,relSlewSlack,75.2,%
drt,ant_nets,0,
drt,totalWireLength,3040,um
global_routing,gr-total-overflow,0,
cells_and_area,flop_area,0,um^2
floorplanning,chip_area,8460,um^2
floorplanning,core.rowCount,26,
cells_and_area,design_area,1700,um^2
synthesis,synth_area,1110,um^2
==> logic make-up (layout without fill, tap and decap cells) <==
kind of cell	Yosys count	after routing	synth area share, %
muxes	2	2	1.92
and+or+nand+nor	27	27	13.2
AOI/OAI and AO/OA	45	45	30.5
buffers and inverters	23	71	8.58
adders and majority gates	26	26	30.0
xor gates and xnor gates	20	20	15.8
==> final timing paths <==
kind	startpoint	endpoint	slack (ns)
setup / recovery	X[0]	parity	5.00
hold / removal	Y[0]	out[0]	6.74
==> per-stage QoR <==
step,util [%],instances,power [uW],setup WS [ns]
detailed placement,33.5,261,128,5.00
global route,33.5,261,139,4.84
CTS,33.5,261,128,4.99
global placement,33.5,261,128,5.06
floorplan,-,143,69.0,6.10
finish,33.5,261,125,5.00
==> final cells by class <==
cell class / instances / area (um^2) / share of cell area (%)
well taps: 70 / 87.6 / 5.15
multi-input cells: 120 / 1010 / 59.6
inverters: 18 / 67.6 / 3.98
repair buffers: 53 / 531 / 31.2
==> where the power goes <==
part	switching (uW)	total, uW	internal (uW)
sequential	0	0	0
clock	0	0	0
combinational	46.0	125	78.6
total	46.0	125	78.6
==> worst max-delay path: cells and delay by family <==
family | cells | cell delay (ns)
AOI/OAI and AO/OA | 4 | 1.04
muxes | 1 | 0.26
and+or+nand+nor | 1 | 0.05
xor gates and xnor gates | 3 | 0.48
adders and majority gates | 3 | 0.71
buffers and inverters | 3 | 0.96
==> synth_stat cells (all sizes together) (2+ instances only) <==
| cell | n |
|---|---|
| a211oi | 2 |
| a21o | 9 |
| a21oi | 10 |
| buf | 4 |
| ha | 25 |
| inv | 18 |
| nand2 | 8 |
| nand3 | 2 |
| nand4 | 2 |
| nor2 | 8 |
| nor2b | 2 |
| o211ai | 2 |
| o21a | 2 |
| o21ai | 11 |
| o31a | 3 |
| or2 | 2 |
| xnor2 | 13 |
| xor2 | 7 |
==> per-layer routing <==
metal  up-vias  track usage (%)
met5         -                0
met4         0                0
met3         0             1.57
met2        24             10.9
met1       457             9.75
li1        597                -
Power figures rest on the tool's default switching activity, not on a simulated workload.
